$ cat /design/flow/config.mk
export PLATFORM = sky130hd
export DESIGN_NAME = video_gen
export DESIGN_NICKNAME = video_gen
export VERILOG_FILES = /design/flow/design.v
export SDC_FILE = /design/flow/constraint.sdc
export NUM_CORES = 4
export LEC_CHECK = 1
export CORE_AREA = 10 10 107 107
export DIE_AREA = 0 0 117 117
$ cat /design/flow/constraint.sdc
current_design video_gen

set clk_period 2.9
set clk_io_pct 0.2

create_clock -name clk0 -period $clk_period [get_ports {clk}]

set non_clock_inputs [all_inputs -no_clocks]
set_input_delay [expr $clk_period * $clk_io_pct] -clock clk0 $non_clock_inputs
set_output_delay [expr $clk_period * $clk_io_pct] -clock clk0 [all_outputs]
$ cat /design/flow/design.v
`timescale 1 ps / 1 ps
module piotr_go_hdmi (
    input wire clk27M,
    output wire reset, 
	input wire [1:0] 	BTN,	 
	output wire      tmds_clk_n,
	output wire      tmds_clk_p,
	output wire [2:0] tmds_d_n,
	output wire [2:0] tmds_d_p,
	input	wire	spi_miso,		 
	output	wire	spi_mosi,		 
	output	wire	spi_clk,		 
	output	wire	mmc_ncs,		 
	inout	wire			ps2_kb_clk,
	inout	wire			ps2_kb_dat
  );
	wire [7:0] VGA_R;
	wire [7:0] VGA_G;
	wire [7:0] VGA_B;
	wire VGA_H;
	wire VGA_V;
	wire VGA_CLK;
	wire bufpll_lock, clk25m,dviclk;
  Gowin_rPLL2 u_pll (.clkin(clk27M), .clkout(clk125m), .lock(pll_lock2));
  Gowin_CLKDIV u_div_5 ( .clkout(clk25m), .hclkin(clk125m), .resetn(pll_lock2));
	 svo_hdmi_out u_hdmi (
	.resetn(~breset), 
	.clk_pixel(clk25m),
	.clk_5x_pixel(clk125m),
	.locked(pll_lock2),
	.rout(VGA_R[7:2]),
	.gout(VGA_G[7:2]),
	.bout(VGA_B[7:2]),
	.hsync_n(VGA_H),
	.vsync_n(VGA_V),
	.hblnk_n(~de),
	.tmds_clk_n(tmds_clk_n),
	.tmds_clk_p(tmds_clk_p),
	.tmds_d_n(tmds_d_n),
	.tmds_d_p(tmds_d_p),
	.tmds_ts()
);
	wire [10:0] bgnd_hcount;
	wire [10:0] bgnd_vcount;
	wire H, V, de;
	video_gen vido_piotr (
		.clk(clk25m),
		.hcount(bgnd_hcount),
		.vcount(bgnd_vcount),
		.picture(de),
		.hsync(H),
		.vsync(V)
	);
reg [7:0] red_data, green_data, blue_data;
	always @(posedge clk25m) begin
		if(bgnd_hcount < 64 || bgnd_hcount >= 576 || bgnd_vcount < 8 || bgnd_vcount >= 472) begin
			red_data <= 128;
			green_data <= 128;
			blue_data <= 128;
		end
		else begin
			red_data <= 255 - ((bgnd_vcount+32)>>1);
			green_data <= ((bgnd_hcount-64)>>1);
			blue_data <= ((bgnd_vcount+32)>>1);
		end
	end
	assign VGA_R = de ? red_data[7:0] : 8'b0;
	assign VGA_G = de ? green_data[7:0] : 8'b0;
	assign VGA_B = de ? blue_data[7:0] : 8'b0;
	assign VGA_H = ~H;
	assign VGA_V = ~V;
	assign VGA_CLK = clk25m;
  wire pll_lock2;
  wire clk125m;
  wire clk25m;
  wire breset = ~BTN[1];	
endmodule
module video_gen(
	input  wire        clk,
	output wire [10:0] hcount,
	output wire [10:0] vcount,
	output wire        picture,
	output wire        hsync,
	output wire        vsync
	);
	parameter HPIXELS = 11'd640;
	parameter HSYNCS  = 11'd656;
	parameter HSYNCE  = 11'd720;
	parameter HMAX    = 11'd834 - 11'd1;
	parameter VPIXELS = 11'd480;
	parameter VSYNCS  = 11'd481;
	parameter VSYNCE  = 11'd484;
	parameter VMAX    = 11'd500 - 11'd1;
	reg [10:0] hcnt;
	reg [10:0] vcnt;
	assign picture = (hcnt < HPIXELS) && (vcnt < VPIXELS);
	assign hsync = (hcnt > HSYNCS) && (hcnt <= HSYNCE);
	assign vsync = (vcnt > VSYNCS) && (vcnt <= VSYNCE);
	assign hcount = hcnt;
	assign vcount = vcnt;
	always @ (posedge clk) begin
		if (hcnt<HMAX)
			hcnt <= hcnt + 11'd1;
		else begin
			hcnt <= 11'd0;
			if (vcnt<VMAX)
				vcnt <= vcnt + 11'd1;
			else
				vcnt <= 11'd0;
		end
	end
endmodule
$ cat /design/flow/run.sh
#!/bin/bash
# OpenROAD 26Q1-2900-gdf79404cd8, Yosys 0.63+post, stock flow scripts
make -C /OpenROAD-flow-scripts/flow DESIGN_CONFIG=/design/flow/config.mk WORK_HOME=/design/flow/orfs finish
==> run notes <==
flow finished, numbers: total number of vias=between 800 and 900, clock latency on the worst-skew pair=260 ps, placer's final routability congestion estimate=between 0.7 and 0.8, result of the run=finished clean, capture instance of the worst register-to-register path=vcnt[8], cell types with the largest area share after synthesis=edfxtp_1 31%, dfxtp_1 21%, nor2_1 7.4%, minimum clock period=roughly 2700 ps, origin of the critical flop-to-flop path=hcnt[2], OpenROAD warnings=26, Die Footprint=between 10000 and 15000 um^2, layout cell share with drive strength beyond 1=about 4.4%, number of buffers added for setup after CTS=0, Detailed Route Iter0 Violations=around 80, syn_area_per_cell=10.1 um^2, multiplexer share of the synthesized area=0%, vias in the first global route=between 800 and 900, count of synthesis-stage warnings from yosys=1, Die W=117 um, wire length of the first global-routing pass=between 4 and 5 mm, IR Drop Worst-Case VDD=158 uV, root buf cell=clkbuf_8, buffers added on ports=25, final std cells w/o fill=248, count of mapped cells out of synthesis=about 110, count of pins over their slew limit=0, flip-flops with a built-in enable=11, Clock Pin Slew Worst Setup and Hold Paths=about 80 ps, least setup slack across all paths after layout=203 ps, total DRC errors in the routed layout=0, transition at the pin with the smallest max-transition slack=around 730 ps, cell count after placement=about 240, Ports=26, TritonCTS Sinks=22, area of the core=between 9000 and 10000 um^2, std cell rows=35, CP Max Fanout=7, ao+oa area frac=under 10%, Setup Crit Path Kind=reg2out, Registers, synthesis=22, most used standard cells in the synthesized netlist=21 x nor2_1, 11 x dfxtp_1, 11 x edfxtp_1, summed negative setup slack over all endpoints=0 ps, Cell Type Count=31, fraction of the mapped netlist area in adder cells=3.52%, area share of xor/xnor cells in the synthesized design=between 10% and 20%, Final Hold Violation Tally=0, Congestion Overflow GR=0, post-cts hold buffer count=0, Crit. End Element=output pin, leakage power figure=0.519 nW, number of antenna violations at the first check in global routing=0, sequential cell area fraction in the yosys report=roughly 52%, vertical extent of the die=117 um, Antenna Cells=0, cell depth of the worst hold path=1, largest family of logic cells by area=simple AND/OR/NAND/NOR gates, cts repair resizes=0, Dominant Register Cell=edfxtp_1, slew margin rel.=51.3%, Pwr Density=just over 400 nW/um^2, share of flip-flops with an asynchronous set or reset=0%, yosys cell count=between 100 and 150, biggest area consumer among synthesized cells=edfxtp_1, area reported by Yosys stat=~1100 um^2, first-pass iteration count of the detailed router=4, total of fill cells in the finished design=between 1k and 1.5k, HPWL after detailed placement=approximately 2.1 mm, setup repair after global routing missed its margin=false, final core occ=16.4%, most common cell in the synthesized netlist=nor2_1, worst-case reg-to-reg path depth=4, Fmax achieved=around 370 MHz, average via count per standard cell=between 3 and 4, simple-gate portion of the synthesized area=between 20% and 30%, Init Core Util=between 10% and 20%, CTS H-tree lvls=1, aggregate routed wire length=roughly 2.7 mm, final setup fails=0, clk buf depth=2, Crit path arrival time=approximately 2100 ps, skew final=5.77 ps, largest net degree at the start of global routing=14, required time of the critical path=between 2000 and 2500 ps, count of maximum capacitance violations=0, GRT Total Usage=around 4.0%, CTS tree=done, register-to-register path setup slack=1020 ps, Placement Setup Slack=approximately 460 ps, cts bufs inserted=3, layout overhead on the synthesized area=41.0%, kind of launch point of the worst setup path=flop, path class of the lowest-slack min-delay path=reg2reg, worst hold endpoint=hcnt[0], fraction of post-synthesis cell area in the top cell type by area=between 30% and 40%, combined area of all synthesized cells=1070 um^2, tally of nets with antenna violations remaining after routing=0, worst hold start=hcnt[0], detail-routed net length per standard cell=~11 um, Tcrit/Tclk final=between 90% and 100%
-- state kept, by name (all words and copies together), names as in the netlist --
register  count
hcnt         11
vcnt         11
-- where the power goes --
group	switching, mW	internal (mW)
Sequential	0.0178	0.340
Clock	0.0983	0.0944
Combinational	0.0241	0.0376
Total	0.140	0.472
-- layout make-up --
cell class / count / area [um^2] / share of cell area [%]
clock buffers: 3 / 41.3 / 2.74
clock inverters: 1 / 3.75 / 0.249
inverters: 3 / 11.3 / 0.748
multi-input cells: 82 / 502 / 33.3
flip-flops and latches: 22 / 551 / 36.6
well taps: 111 / 139 / 9.23
repair buffers: 26 / 258 / 17.1
-- routing by layer --
layer / up-vias / part of all wire, % / global-route usage (%)
li1: 434 / - / -
met1: 405 / 44 / 5.16
met2: 21 / 44 / 6.19
met3: 2 / 11 / 2.06
met4: 0 / 0.38 / 0.165
met5: - / 0 / 0
-- cells in the final DEF, fill, tap and decap left out --
cell,netlist,final
clkdlybuf4s50_1,0,25
nor2_1,21,21
dfxtp_1,11,11
edfxtp_1,11,11
xnor2_1,9,9
nand3_1,7,7
nand2_1,5,5
and3_1,5,5
xor2_1,4,4
inv_1,3,3
a31oi_1,3,3
nor3_1,3,3
ha_1,3,3
clkbuf_8,0,3
conb_1,1,3
o21ai_1,2,2
o21ai_0,2,2
or4_4,1,1
nor3_2,1,1
nand4_1,1,1
and4b_1,1,1
nor4bb_1,1,1
nand2b_1,1,1
o22ai_1,1,1
and2_1,1,1
a21oi_1,1,1
a211o_1,1,1
and4_1,1,1
a41oi_1,1,1
o2111a_1,1,1
nor4_1,1,1
nor2b_1,1,1
clkinv_1,0,1
buf_4,0,1
-- cells by family after synthesis --
| logic type | after synthesis |
|---|---|
| DFF | 22 |
| AOI/OAI and AO/OA | 12 |
| and+or+nand+nor | 51 |
| buffers and inverters | 4 |
| xor gates and xnor gates | 13 |
| adders and majority gates | 3 |
| other | 1 |
-- critical path, cell delays in order (launching register included) --
cell and delay [ps]:
dfxtp_1 370, or4_4 560, o22ai_1 170, xnor2_1 140
and2_1 140, clkdlybuf4s50_1 480
-- worst max path at each step --
stage                   end    start  slack [ps]  depth (start not counted)
after CTS             hsync  hcnt[2]         160                          5
final                 hsync  hcnt[2]         200                          5
after global routing  hsync  hcnt[2]          20                          5
-- per-stage QoR --
step	hold slack (ps)	area [um^2]	total power [mW]
global placement	470	1460	0.428
finish	503	1510	0.612
floorplan	440	1070	0.392
detailed placement	483	1460	0.428
global route	566	1510	0.653
CTS	506	1510	0.622
Power and IR drop assume default switching activity.
